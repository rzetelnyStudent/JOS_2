--- flow/run.sh ---
#!/bin/bash
# OpenROAD 26Q1-2900-gdf79404cd8, Yosys 0.63+post, stock flow scripts
make -C /OpenROAD-flow-scripts/flow DESIGN_CONFIG=/design/flow/config.mk WORK_HOME=/design/flow/orfs finish
--- flow/config.mk ---
export PLATFORM = sky130hd
export DESIGN_NAME = alu_acc_flags
export DESIGN_NICKNAME = alu_acc_flags
export VERILOG_FILES = /design/flow/design.v
export SDC_FILE = /design/flow/constraint.sdc
export NUM_CORES = 4
export LEC_CHECK = 1
export CORE_AREA = 10 10 110 110
export DIE_AREA = 0 0 120 120
--- flow/constraint.sdc ---
current_design alu_acc_flags

set clk_period 5.2
set clk_io_pct 0.2

create_clock -name clk0 -period $clk_period [get_ports {clk}]

set non_clock_inputs [all_inputs -no_clocks]
set_input_delay [expr $clk_period * $clk_io_pct] -clock clk0 $non_clock_inputs
set_output_delay [expr $clk_period * $clk_io_pct] -clock clk0 [all_outputs]
--- flow/design.v ---
module acc #(
    parameter int WIDTH = 8
) (
    input rst,
    input clk,
    input ce,
    input [WIDTH-1:0] in,
    output reg [WIDTH-1:0] out
);
    always_ff @(posedge clk, posedge rst) begin
        if (rst)
            out <= 0;
        else if (ce)
            out <= in;
    end
endmodule
module alu #(
    parameter int WIDTH = 8
) (
    input [2:0] op,
    input [WIDTH-1:0] in_a,
    input [WIDTH-1:0] in_b,
    input ci,
    output [WIDTH-1:0] result,
    output co,
    output ov
);
    reg [WIDTH:0] tmp;
    assign result = tmp[WIDTH-1:0];
    always_comb begin
        unique case (op)
            3'b010: tmp = in_a + in_b + ci;
            3'b011: tmp = in_a - in_b - ci;
            3'b100: tmp = ~in_a;
            3'b101: tmp = in_a & in_b;
            3'b110: tmp = in_a | in_b;
            3'b111: tmp = in_a ^ in_b;
            default: tmp = in_b;
        endcase
    end
    assign co = (op[2:1] == 2'b00) ? tmp[WIDTH] : 0;
    assign ov = (op[2:1] != 2'b00 || in_a[WIDTH-1] ^ in_b[WIDTH-1]) ? 0 : in_a[WIDTH-1] ^ tmp[WIDTH-1];
endmodule
typedef enum logic[1:0] {
    SRC_MEM_ADDR = 2'b00,
    SRC_IMMEDIATE = 2'b01,
    SRC_INDIRECT = 2'b10,
    SRC_REG = 2'b11
} data_src_t;
typedef enum logic[1:0] {
    JMP = 2'b00,  
    JZ = 2'b01,   
    JNZ = 2'b10,  
    JL = 2'b11    
} jump_t;
module alu_in_mux #(
    parameter int WIDTH = 8
) (
    input data_src_t source,
    input logic[WIDTH-1:0] immediate,
    input logic[WIDTH-1:0] rf_data,
    input logic[WIDTH-1:0] mem_data,
    output logic[WIDTH-1:0] data
);
    always_comb begin
        unique case (source)
            SRC_MEM_ADDR: data = mem_data;
            SRC_IMMEDIATE: data = immediate;
            SRC_INDIRECT: data = mem_data;
            SRC_REG: data = rf_data;
            default: data = {WIDTH{1'bx}};
        endcase
    end
endmodule
module flags #(
    parameter int WIDTH = 8
) (
    input rst,
    input clk,
    input ce_cy,
    input cy_new,
    input ov_new,
    input [WIDTH-1:0] acc,
    output reg cy,
    output reg ov,
    output zf,
    output sf
);
    always_ff @(posedge clk, posedge rst) begin
        if (rst) begin
            cy <= 0;
            ov <= 0;
        end else if (ce_cy) begin
            cy <= cy_new;
            ov <= ov_new;
        end
    end
    assign zf = acc == 0;
    assign sf = acc[WIDTH-1];
endmodule
module alu_acc_flags #(
    parameter int WIDTH = 8
) (
    input rst,                    
    input clk,                    
    input data_src_t data_src,    
    input [WIDTH-1:0] immediate,  
    input [WIDTH-1:0] reg_out,    
    input [WIDTH-1:0] mem_out,    
    input [2:0] op,               
    input ce_a,                   
    input ce_cy,                  
    output [WIDTH-1:0] alu_in,    
    output [WIDTH-1:0] acc_v,     
    output flag_cy,               
    output flag_z,                
    output flag_s,                
    output flag_o                 
);
    logic [WIDTH-1:0] alu_out;
    logic new_cy;
    logic new_ov;
    acc #(.WIDTH(WIDTH)) accumulator(.rst(rst), .clk(clk), .ce(ce_a), .in(alu_out), .out(acc_v));
    flags #(.WIDTH(WIDTH)) flag_reg(.rst(rst), .clk(clk), .ce_cy(ce_cy), .cy_new(new_cy), .ov_new(new_ov), .acc(acc_v), .cy(flag_cy), .ov(flag_o), .zf(flag_z), .sf(flag_s));
    alu_in_mux #(.WIDTH(WIDTH)) alu_mux(.source(data_src), .immediate(immediate), .rf_data(reg_out), .mem_data(mem_out), .data(alu_in));
    alu #(.WIDTH(WIDTH)) alu_i(.op(op), .in_a(acc_v), .in_b(alu_in), .ci(flag_cy), .result(alu_out), .co(new_cy), .ov(new_ov));
endmodule
==> qor.csv <==
stage,metric,value,unit
placed_design,# port buffers,52,
worst_setup_path,"Largest delay share family, worst path",AND-OR/OR-AND gates,
layout,Comb area,0.00148,mm²
layout,Final Util,26.6,%
synth,Post-synth EDFFs,0,
flow_run,max_cap viols,0,
synth,Synth Instances,246,
synth,Commonest flop,dfrtp_1,
synth,Main logic family,adder cells,
cts,Num CTS Buffers,3,
synth,"top cells by count, synth","34 x inv_1, 30 x ha_1, 21 x nor2_1",
power_and_ir_drop,leak pwr,0.00112,µW
layout,area growth from synthesis to layout,34.5,%
worst_setup_path,Crit-path slowest cell,clkdlybuf4s50_1,
cts,CTS resizes,0,
power_and_ir_drop,worst vdd ir,0.106,mV
timing,Slew @ Worst Pin,0.738,ns
routing,first-pass detailed-route iteration total,4,
floorplanning,Rows,36,
routing,final wirelength,6.17,mm
worst_setup_path,maximum fanout along the worst path,8,
timing,unrepaired setup endpoints after global routing,no,
cts,clk sinks,10,
synth,post-synthesis cell area,0.00193,mm²
status,outcome,"complete, no violations",
floorplanning,Ports,53,
worst_setup_path,"Data required, critical path",5.32,ns
cts,clock tree from TritonCTS,yes,
layout,FF/Latch Area,250,µm²
floorplanning,Die X-Extent,120,µm
synth,Synth area leader,ha_1,
grt,grt total ovfl,0,
timing,period utilization,83.1,%
worst_setup_path,"Critical Path, Cell by Cell",clkdlybuf4s50_1 > mux2i_1 > nand2_1 > o21ai_0 > inv_1 > ha_1 > inv_1 > ha_1 > a21oi_1 > nor2_1 > a2111oi_4 > xnor2_1 > a211oi_1 > a21oi_1,
timing,Final min period,4.32,ns
worst_setup_path,crit start category,primary input,
grt,largest net degree at the start of global routing,31,
worst_setup_path,crit path from,data_src[1],
timing,Worst Hold Margin,0.562,ns
synth,Syn Area/Cell,7.85,µm²
routing,WL/cell,14.6,µm
timing,setup TNS,0,ns
worst_setup_path,Critical Path Sink Type,register,
cts,clock buffer depth,2,
worst_setup_path,Worst Setup Path Type,in2reg,
routing,Detailed Route Iter0 Violations,112,
min_path,min-delay src,flag_reg.ov$_DFFE_PP0P_,
synth,synth unique cells,49,
synth,Synth Warn #,4,
synth,fa+ha+maj area frac,22.6,%
grt,initial antenna violation count,0,
floorplanning,core area,0.00977,mm²
synth,fraction of registers with async set/reset,100,%
cts,Worst-path clk slew,0.05,ns
synth,ys flops,10,
routing,vias per std cell,4.37,
synth,Top area cell types,"ha_1 19%, dfrtp_1 13%, mux2i_1 7.8%, inv_1 6.6%, xnor2_1 5.0%",
cts,Post-CTS Setup Bufs,0,
synth,Simple-Gate Area Share,14.4,%
routing,detailed-route via count,1840,
synth,yosys stat area,0.00193,mm²
cts,Worst-Skew Late Latency,0.24,ns
timing,fin. max-slew vios,0,
timing,Slew headroom,50.6,%
worst_setup_path,data arrival time of the worst path,4.44,ns
synth,ao+oa area frac,22.1,%
floorplanning,Die Size,0.0144,mm²
timing,final setup violation count,0,
cts,Hold Buf Count CTS,0,
cts,clk root buf,clkbuf_8,
placed_design,final RePlAce weighted congestion,0.919,
power_and_ir_drop,power density cells,278,mW/mm²
synth,cells in synth_stat.txt,246,
floorplanning,Pre-Place Util,19.8,%
synth,Yosys top cell area share,19.4,%
worst_setup_path,Crit path buffers/inverters,3,
worst_setup_path,R2R Path Start,accumulator.out[3]$_DFFE_PP0P_,
layout,fraction of layout cells with a size suffix above 1,4.51,%
synth,"Seq share, synth",13.0,%
grt,GR Util All Layers,8.18,%
min_path,Hold Path Class,reg2reg,
cts,H-tree depth,1,
synth,XORs/XNORs by Area,5.90,%
timing,Clock Skew,0.00795,ns
routing,n_diodes,0,
routing,drt drc,0,
timing,"Hold Violations, Final",0,
flow_run,tool warnings,42,
worst_setup_path,delay of the slowest critical-path stage,0.74,ns
synth,mux share,11.9,%
grt,vias in the first global route,1728,
layout,fillcell total,1048,
routing,"antenna viol nets, final",0,
placed_design,detailed placement HPWL,4.93,mm
floorplanning,die height,120,µm
timing,Fmax achieved,231,MHz
grt,global-route wire length before repair,9.61,mm
synth,Synth top cell by count,inv_1,
registers in the layout (all words and copies together) (netlist names):
name / cells
flag_reg.cy: 1
flag_reg.ov: 1
accumulator.out: 8
cells in the final DEF, fill, tap and decap left out, types with 4 or more instances in the layout:
cell / count
ha_1: 30
nor3_1: 4
nand2_1: 19
a21oi_1: 18
nor2_1: 21
mux2i_1: 15
o21ai_0: 11
inv_1: 34
xnor2_1: 11
nor2b_1: 4
clkdlybuf4s50_1: 52
dfrtp_1: 10
metal layers:
| layer | routed length, µm | part of all wire, % | GRT usage, % |
|---|---|---|---|
| met1 | 2670 | 43 | 10.5 |
| met5 | 0 | 0 | 0 |
| met4 | 54 | 0.88 | 0.603 |
| met3 | 296 | 4.8 | 1.62 |
| met2 | 3140 | 51 | 14.4 |
tightest hold or removal path, delay by kind of cell, from the launching register on:
family                 cells  cell delay (ns)
AND-OR/OR-AND              1             0.08
buffers and inverters      1             0.06
flip-flops                 1             0.38
metrics by stage:
step / power [µW] / cell area [µm²] / worst slack [ns] / instances
after floorplan: 484 / 1930 / 1.47 / 246
after global placement: 636 / 2550 / 0.651 / 418
after detailed placement: 635 / 2550 / 0.630 / 418
after CTS: 729 / 2600 / 0.876 / 421
after global routing: 794 / 2600 / 0.582 / 421
final: 722 / 2600 / 0.880 / 421
worst paths after layout:
check | end | slack, ns | depth (start not counted)
worst min-delay path | flag_reg.ov$_DFFE_PP0P_ | 0.56 | 2
min in group asynchronous | accumulator.out[2]$_DFFE_PP0P_ | 1.12 | 2
worst max register to register | accumulator.out[6]$_DFFE_PP0P_ | 2.57 | 10
worst min register to register | flag_reg.ov$_DFFE_PP0P_ | 0.56 | 2
max in group asynchronous | flag_reg.cy$_DFFE_PP0P_ | 3.75 | 2
worst max-delay path | accumulator.out[7]$_DFFE_PP0P_ | 0.88 | 14
cell families (layout without fill, tap and decap cells):
| family | count (synthesis) | after routing |
|---|---|---|
| AOI/OAI and AO/OA | 61 | 61 |
| and+or+nand+nor | 61 | 61 |
| buffers and inverters | 48 | 90 |
| adders and majority gates | 33 | 33 |
| muxes | 20 | 20 |
| xor gates and xnor gates | 13 | 13 |
| DFF | 10 | 10 |
power breakdown:
group          internal [µW]  leakage, µW  switching (µW)
logic                    257     0.000977             260
clock network           51.1    0.0000216            36.4
registers               94.0     0.000121            23.6
cell type report:
type / count / area share, %
Sequential cell: 10 / 9.64
Tap cell: 133 / 6.41
Timing Repair Buffer: 53 / 20.3
Clock buffer: 3 / 1.59
Inverter: 34 / 4.92
Multi-Input combinational cell: 188 / 57.1
No activity file was given, so power comes from the tool's default toggle rates.
