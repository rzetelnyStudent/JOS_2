**flow/config.mk**
```make
export PLATFORM = sky130hd
export DESIGN_NAME = Processor
export DESIGN_NICKNAME = Processor
export VERILOG_FILES = /design/flow/design.v
export SDC_FILE = /design/flow/constraint.sdc
export NUM_CORES = 4
export LEC_CHECK = 1
export CORE_UTILIZATION = 30
```
**flow/constraint.sdc**
```tcl
current_design Processor

set clk_period 8.4
set clk_io_pct 0.2

create_clock -name clk0 -period $clk_period [get_ports {clk}]

set non_clock_inputs [all_inputs -no_clocks]
set_input_delay [expr $clk_period * $clk_io_pct] -clock clk0 $non_clock_inputs
set_output_delay [expr $clk_period * $clk_io_pct] -clock clk0 [all_outputs]
```
**flow/design.v**
```verilog
module ALU(
    input clk,       
    input alu_ce,    
    input cy_ce,     
    input [(4 - 1):0] opcode,        
    input [7:0] register,                        
    input [(8 - 1):0] argument,         
    output reg [7:0] acc,                        
    output reg cy,                               
    output reg [(8 - 1):0] jmp_addr_temp,   
    output reg jmp_ce_temp                       
);
    reg [7:0] acc_temp;      
    reg cy_temp;         
    initial begin
        acc = 8'b0;
        acc_temp = 8'b0;
        cy = 1'b0;
    end
    always @(*) begin
        case (opcode)
            4'd0: begin
                {cy_temp, acc_temp} = acc + register;
                jmp_addr_temp = 8'b0;
                jmp_ce_temp = 1'b0;
            end
            4'd1: begin
                {cy_temp, acc_temp} = acc - register;
                jmp_addr_temp = 8'b0;
                jmp_ce_temp = 1'b0;
            end
            4'd2: begin
                acc_temp = register;
                cy_temp = 1'b0;
                jmp_addr_temp = 8'b0;
                jmp_ce_temp = 1'b0;
            end
            4'd4: begin
                acc_temp = acc & register;
                cy_temp = 1'b0;
                jmp_addr_temp = 8'b0;
                jmp_ce_temp = 1'b0;
            end
            4'd5: begin
                acc_temp = acc | register;
                cy_temp = 1'b0;
                jmp_addr_temp = 8'b0;
                jmp_ce_temp = 1'b0;
            end
            4'd6: begin
                acc_temp = acc ^ register;
                cy_temp = 1'b0;
                jmp_addr_temp = 8'b0;
                jmp_ce_temp = 1'b0;
            end
            4'd8: begin
                acc_temp = ~register;
                cy_temp = 1'b0;
                jmp_addr_temp = 8'b0;
                jmp_ce_temp = 1'b0;
            end
            4'd9: begin
                acc_temp = acc;
                cy_temp = 1'b0;
                jmp_addr_temp = argument;
                jmp_ce_temp = 1'b1;
            end
            4'd10: begin
                acc_temp = acc;
                cy_temp = 1'b0;
                if (acc == 8'b0) begin
                    jmp_addr_temp = argument;
                    jmp_ce_temp = 1'b1;
                end
                else begin
                    jmp_addr_temp = 8'b0;
                    jmp_ce_temp = 1'b0;
                end
            end
            default: begin
                acc_temp = acc;
                cy_temp = 1'b0;
                jmp_addr_temp = 8'b0;
                jmp_ce_temp = 1'b0;
            end
        endcase
    end
    always @(posedge clk) begin
        acc <= acc_temp;
        cy <= cy_temp;
    end
endmodule
module Hex_7seg_Verilog(
	input [3:0] hex, 		 
	output reg [6:0] seg	 
);
always @(*)
	case(hex)
		4'b0000: seg <= 7'b0000001;
		4'b0001: seg <= 7'b1001111;
		4'b0010: seg <= 7'b0010010;
		4'b0011: seg <= 7'b0000110;
		4'b0100: seg <= 7'b1001100;
		4'b0101: seg <= 7'b0100100;
		4'b0110: seg <= 7'b0100000;
		4'b0111: seg <= 7'b0001111;
		4'b1000: seg <= 7'b0000000;
		4'b1001: seg <= 7'b0000100;
		default: seg <= 7'bxxxxxxx;
	endcase
endmodule
module ID(
    input [((4 + 2 + 8) - 1):0] instruction,      
    output [(4 - 1):0] opcode,               
    output [(2 - 1):0] reg_addr,           
    output [(8 - 1):0] arg,                     
    output st_ce,                                        
    output ld_ce,                                        
    output cy_ce,                                        
    output acc_ce);                                      
    assign opcode = instruction[((4 + 2 + 8) - 1):((4 + 2 + 8) - 4)];
    assign reg_addr = instruction[((4 + 2 + 8) - 4 - 1):((4 + 2 + 8) - 4 - 2)];
    assign arg = instruction[(8 - 1):0];
    assign st_ce = (opcode == 4'd3);
    assign ld_ce = (opcode == 4'd2);
    assign cy_ce = (opcode == 4'd0);
    assign acc_ce = (opcode == 4'd0) || (opcode == 4'd1) || (opcode == 4'd2) || (opcode == 4'd4) || (opcode == 4'd5) || (opcode == 4'd6) || (opcode == 4'd8) || (opcode == 4'd9) || (opcode == 4'd10);
endmodule
module PC (
    input CLK,               
    input pc_set,            
    input [(8 - 1):0] pc_set_addr,      
    output reg [(8 - 1):0] counter      
);
    initial begin
        counter = 8'd0;
    end
    always @(posedge CLK) begin
        if (pc_set) begin
            counter <= pc_set_addr;
        end 
        else begin
            counter <= counter + 8'd1;
        end
    end
endmodule
module Processor(
    input clk,               
    input [7:0] r3,          
    output [7:0] acc,        
    output cy,               
    output [6:0] digit1,     
    output [6:0] digit0      
);
    wire [(8 - 1):0] program_counter;
    wire [((4 + 2 + 8) - 1):0] instruction;
    wire [(4 - 1):0] opcode;
    wire [(2 - 1):0] reg_addr;
    wire [(8 - 1):0] argument;
    wire [(8 - 1):0] jmp_addr;
    wire [(8 - 1):0] register;
    wire st_ce, ld_ce, cy_ce, acc_ce, jmp_ce;
    PC pc(.CLK(clk), .counter(program_counter), .pc_set(jmp_ce), .pc_set_addr(jmp_addr));
    ROM rom(.address(program_counter), .data(instruction));
    ID id(.instruction(instruction), .opcode(opcode), .reg_addr(reg_addr), .arg(argument), .st_ce(st_ce), .ld_ce(ld_ce), .cy_ce(cy_ce), .acc_ce(acc_ce));
    RF rf(.clk(clk), .ld_ce(ld_ce), .st_ce(st_ce), .acc(acc), .debug_reg(r3), .addr(reg_addr), .data(register));
    ALU alu(.clk(clk), .alu_ce(acc_ce), .cy_ce(cy_ce), .opcode(opcode), .register(register), .argument(argument), .acc(acc), .cy(cy), .jmp_addr_temp(jmp_addr), .jmp_ce_temp(jmp_ce));
	 Hex_7seg_Verilog hex_segment1(.hex(program_counter / 10), .seg(digit1));
	 Hex_7seg_Verilog hex_segment0(.hex(program_counter % 10), .seg(digit0));
    always @(posedge clk) begin
    end
endmodule
module RF(
    input clk,               
    input ld_ce,             
    input st_ce,             
    input [7:0] acc,         
    input [7:0] debug_reg,   
    input [(2 - 1):0] addr,   
    output [7:0] data
);
    reg [7:0] registers [3:0];
    initial begin
        registers[0] = 8'b0;
        registers[1] = 8'b0;
        registers[2] = 8'b0;
        registers[3] = 8'b0;
    end
    assign data = (addr == 2'd3) ? debug_reg : registers[addr];
    always @(posedge clk) begin
        if (st_ce) begin
            registers[addr] <= acc;
        end
    end
endmodule
module ROM (
    input [(8 - 1):0] address,          
    output [((4 + 2 + 8) - 1):0] data     
);
    reg [((4 + 2 + 8) - 1):0] memory [31:0];
    initial begin
        memory[0]  = {4'd2, 2'd3, 8'd0};
        memory[1]  = {4'd3, 2'd2, 8'd0};
        memory[2]  = {4'd0, 2'd2, 8'd0};
        memory[3]  = {4'd1, 2'd3, 8'd0};
        memory[4]  = {4'd7, 2'd0, 8'd0};
        memory[5]  = {4'd6, 2'd3, 8'd0};
        memory[6]  = {4'd1, 2'd2, 8'd0};
        memory[7]  = {4'd10, 2'd0, 8'd0};
        memory[8]  = {4'd2, 2'd1, 8'd0};
        memory[9]  = {4'd6, 2'd1, 8'd0};    
        memory[10] = {4'd10, 2'd0, 8'd12};
        memory[11] = {4'd0, 2'd1, 8'd0};
        memory[12] = {4'd10, 2'd0, 8'd0};
        memory[13] = {4'd7, 2'd0, 8'd0};
        memory[14] = {4'd7, 2'd0, 8'd0};
        memory[15] = {4'd7, 2'd0, 8'd0};
        memory[16] = {4'd7, 2'd0, 8'd0};
        memory[17] = {4'd7, 2'd0, 8'd0};
        memory[18] = {4'd7, 2'd0, 8'd0};
        memory[19] = {4'd7, 2'd0, 8'd0};
        memory[20] = {4'd7, 2'd0, 8'd0};
        memory[21] = {4'd7, 2'd0, 8'd0};
        memory[22] = {4'd7, 2'd0, 8'd0};
        memory[23] = {4'd7, 2'd0, 8'd0};
        memory[24] = {4'd7, 2'd0, 8'd0};
        memory[25] = {4'd7, 2'd0, 8'd0};
        memory[26] = {4'd7, 2'd0, 8'd0};
        memory[27] = {4'd7, 2'd0, 8'd0};
        memory[28] = {4'd7, 2'd0, 8'd0};
        memory[29] = {4'd7, 2'd0, 8'd0};
        memory[30] = {4'd7, 2'd0, 8'd0};
        memory[31] = {4'd7, 2'd0, 8'd0};
    end
        assign data = memory[address];
endmodule
```
**flow/run.sh**
```bash
#!/bin/bash
# OpenROAD 26Q1-2900-gdf79404cd8, Yosys 0.63+post, stock flow scripts
make -C /OpenROAD-flow-scripts/flow DESIGN_CONFIG=/design/flow/config.mk WORK_HOME=/design/flow/orfs finish
```
==> reports/results.md <==
| Item | Value | Unit |
| --- | --- | --- |
| First-pass GRT wire length | 17,000 | um |
| Count of hold buffers inserted by post-cts repair | 0 | - |
| Xor/xnor share of the synthesized area | 2.13 | % |
| Cell types occupying the most area after synthesis | sky130_fd_sc_hd__edfxtp_1 (23%), sky130_fd_sc_hd__ha_1 (12%), sky130_fd_sc_hd__dfxtp_1 (4.4%) | - |
| Cell type with the largest total area | sky130_fd_sc_hd__edfxtp_1 | - |
| Number of clock buffers inserted by TritonCTS | 5 | - |
| Fraction of synthesis flops using an asynchronous set or reset pin | 0 | % |
| Type of element launching the critical path | register | - |
| Vias in the first global route | 3,495 | - |
| Global routing usage summed across all routing layers | 15.1 | % |
| Fraction of synthesized cell area taken by the top area cell type | 23.4 | % |
| # Cells Yosys | 456 | - |
| Clock latency at the later pin of the worst-skew pair | 0.29 | ns |
| Number of antenna violations at the first check in global routing | 0 | - |
| Number of logged tool warnings | 52 | - |
| Most used logic cell in the final layout | sky130_fd_sc_hd__nor2_1 | - |
| Clock tree from TritonCTS | yes | - |
| Distinct cell type count after synthesis | 85 | - |
| Flops after synth | 41 | - |
| Worst hold-check path type | reg -> reg | - |
| Tally of nets with antenna violations remaining after routing | 0 | - |
| AND-OR/OR-AND share of the synthesized area | 24.0 | % |
| Grt ovf | 0 | - |
| Post-placement cell area | 4600 | um^2 |
| Number of synthesized flops with an enable pin | 32 | - |
| Number of cells produced by synthesis | 456 | - |
| Basic-gate share of the synthesized area counting and, or, nand and nor cells | 19.1 | % |
| Arrival time of the worst setup path | 5.22 | ns |
| Cell area after synthesis | 4110 | um^2 |
| Run status | finished clean | - |
| Top library cells by usage in the layout, fill and taps aside | sky130_fd_sc_hd__nor2_1 (47), sky130_fd_sc_hd__ha_1 (41), sky130_fd_sc_hd__inv_1 (33) | - |
| Area of the die | 14,200 | um^2 |
| Final Hold Viols | 0 | - |
| Period Utilization, post-route | 82.2 | % |
| Die Span X | 119 | um |
| Final WL | 9980 | um |
| Maximum level of the CTS H-tree | 2 | - |
| Slowest stage cell, crit path | sky130_fd_sc_hd__dfxtp_1 | - |
| Share of final-layout standard cells stronger than drive strength 1 | 11.2 | % |
| Total setup buffers inserted after CTS | 0 | - |
| Routed vias | 3,467 | - |
| Fmax achieved | 145 | MHz |
| Clock slew seen by the registers of the worst setup and hold paths | 0.06 | ns |
| Required time at the worst-slack endpoint | 6.72 | ns |
| Relative slew slack | 39.8 | % |
| Unrepaired setup endpoints after global routing | false | - |
| Quantity of gates resized following cts | 0 | - |
| Mux share | 7.16 | % |
| Root buffer selected by CTS | sky130_fd_sc_hd__clkbuf_16 | - |
| Port Buffers | 31 | - |
| Setup-violating endpoint count in the final report | 0 | - |
| Number of max-slew violations in the final report | 0 | - |
| Number of top-level pins | 32 | - |
| Number of detailed-routing iterations run before antenna repair | 4 | - |
| Clock period minus worst slack | 6.90 | ns |
| Most instantiated flip-flop cell in the synthesis netlist | sky130_fd_sc_hd__edfxtp_1 | - |
| Residual DRC count | 0 | - |
| Pin count of the biggest net entering global routing | 39 | - |
| Least-Margin Pin Slew | 0.896 | ns |
| Layout Area Growth over Synthesis | 15.7 | % |
| Vias/cell | 5.27 | - |
| Seq share, synth | 27.8 | % |
| Largest fanout of any net on the critical path | 19 | - |
| Final-layout setup total negative slack | 0 | ns |
| Clock skew | 0.00617 | ns |
| Core area | 13,300 | um^2 |
| Floorplan row count | 42 | - |
| Overall die height | 119 | um |
| CTS sink cnt | 41 | - |
| Fin area | 4750 | um^2 |
| Synthesis area per yosys | 4110 | um^2 |
| Synthesis Warnings | 8 | - |
| Placer's final routability congestion estimate | 0.903 | - |
| Critical path's most frequent cell | sky130_fd_sc_hd__ha_1 | - |
| Initial DRC Count | 226 | - |
| Average cell area after synthesis | 9.01 | um^2 |
| Stage delay of the slowest cell on the critical path | 0.74 | ns |
| Reported max-cap violation count | 0 | - |
| Type of destination of the critical path | output pin | - |
| Number of buffers on the longest clock path | 2 | - |
| Worst setup path category | reg -> out | - |
| Antenna cells | 0 | - |
| Initial core utilization | 30.9 | % |
| Detail Placement HPWL | 7280 | um |
| Avg WL per Cell | 15.2 | um |
| Adder-cell area share of the yosys netlist | 14.0 | % |
| Top comb family, area | AND-OR/OR-AND gates | - |
| Worst path cell trace | nor2_1, inv_1, ha_1, and2b_4, o21bai_1, and4_1, a21oi_1, o221ai_2, and3_1, or2_2, ha_1, xnor2_1, o21ai_0, a21boi_0, o21a_1, o22ai_2, mux2i_1, clkdlybuf4s50_1 | - |
| Hold WS | 0.609 | ns |
==> sequential cells by signal, summed over array words and instances, names as in the netlist <==
| name | flops |
|---|---|
| pc.counter | 8 |
| alu.acc | 8 |
| rf.registers | 24 |
| alu.cy | 1 |
==> worst paths after layout <==
check                           start                        to  slack, ns  cells past startpoint
min reg2reg  pc.counter[0]$_SDFF_PP0_  pc.counter[0]$_SDFF_PP0_       0.61                      1
max reg2reg  pc.counter[0]$_SDFF_PP0_      alu.acc[7]$_DFFE_PP_       3.74                     16
min          pc.counter[0]$_SDFF_PP0_  pc.counter[0]$_SDFF_PP0_       0.61                      1
max          pc.counter[6]$_SDFF_PP0_                 digit0[2]       1.50                     18
==> routing by layer <==
metal  vias to the layer above  global-route usage (%)  wire length (um)  part of all wire [%]
met1                      1633                    20.9              4590                    46
met4                         0                    2.45               130                   1.3
met2                        75                    25.5              4870                    49
met3                        15                    2.54               386                   3.9
met5                         -                       0                 0                     0
li1                       1744                       -                 -                     -
==> critical path, delay by kind of cell (launching register included) <==
family | cells | cell delay [ns]
xor gates and xnor gates | 1 | 0.17
DFF | 1 | 0.74
adders and majority gates | 2 | 0.55
AOI/OAI and AO/OA | 7 | 1.41
and+or+nand+nor | 5 | 1.23
buffers and inverters | 2 | 0.60
muxes | 1 | 0.22
==> metrics by stage <==
step / utilization [%] / cells / setup WS [ns]
final: 35.7 / 658 / 1.50
after global routing: 35.7 / 658 / 1.01
after CTS: 35.7 / 658 / 1.49
after detailed placement: 34.6 / 650 / 1.81
after global placement: 34.6 / 650 / 1.88
after floorplan: - / 456 / 3.03
==> cells in the mapped netlist (7+ instances only) <==
cell type / number
sky130_fd_sc_hd__a21oi_1: 27
sky130_fd_sc_hd__a21o_1: 7
sky130_fd_sc_hd__nor3b_1: 7
sky130_fd_sc_hd__mux2i_1: 8
sky130_fd_sc_hd__nand3_1: 14
sky130_fd_sc_hd__mux4_2: 8
sky130_fd_sc_hd__buf_2: 7
sky130_fd_sc_hd__nand2_1: 30
sky130_fd_sc_hd__xnor2_1: 9
sky130_fd_sc_hd__nor2_1: 47
sky130_fd_sc_hd__nor2b_1: 8
sky130_fd_sc_hd__o22ai_1: 8
sky130_fd_sc_hd__dfxtp_1: 9
sky130_fd_sc_hd__clkbuf_1: 11
sky130_fd_sc_hd__ha_1: 41
sky130_fd_sc_hd__edfxtp_1: 32
sky130_fd_sc_hd__inv_1: 33
sky130_fd_sc_hd__o21ai_0: 20
==> cell type report <==
type,instances,area (um^2)
inverter,34,128
clock buffer,5,125
sequential,41,1140
tap,176,220
timing repair buffer,41,385
fill,1352,8540
multi-input combinational,358,2730
clock inverter,3,25.0
==> kinds of logic after synthesis <==
group / after synthesis
and+or+nand+nor: 150
AOI/OAI and AO/OA: 134
buffers and inverters: 57
adders and majority gates: 45
DFF: 41
muxes: 19
xor gates and xnor gates: 10
